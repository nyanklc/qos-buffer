### ./run.sh
#!/bin/bash
# OpenROAD 26Q1-2900-gdf79404cd8, Yosys 0.63+post, stock flow scripts
make -C /OpenROAD-flow-scripts/flow DESIGN_CONFIG=/design/flow/config.mk WORK_HOME=/design/flow/orfs finish
### ./config.mk
export PLATFORM = sky130hd
export DESIGN_NAME = BufferContainer
export DESIGN_NICKNAME = BufferContainer
export VERILOG_FILES = /design/flow/design.v
export SDC_FILE = /design/flow/constraint.sdc
export NUM_CORES = 4
export LEC_CHECK = 1
export CORE_UTILIZATION = 50
### ./constraint.sdc
current_design BufferContainer

set clk_period 7.3
set clk_io_pct 0.2

create_clock -name clk0 -period $clk_period [get_ports {clock}]

set non_clock_inputs [all_inputs -no_clocks]
set_input_delay [expr $clk_period * $clk_io_pct] -clock clk0 $non_clock_inputs
set_output_delay [expr $clk_period * $clk_io_pct] -clock clk0 [all_outputs]
### ./design.v
module BufferContainer(clock, in_number, received_yes, received1, received2, received3, received4,
									dropped1, dropped2, dropped3, dropped4, data1, data2, data3, data4, 
									output_count1, output_count2, output_count3, output_count4, 
									outputted_buffer_packet);
   input clock;
   integer clock_count = 0;
   input wire[3:0] in_number;
	input wire[11:0] received_yes;
   output wire[11:0] received1;
   output wire[11:0] received2;
   output wire[11:0] received3;
   output wire[11:0] received4;
   output wire[11:0] dropped1;
   output wire[11:0] dropped2;
   output wire[11:0] dropped3;
   output wire[11:0] dropped4;
   wire[3:0] current1;
   wire[3:0] current2;
   wire[3:0] current3;
   wire[3:0] current4;
   output wire[17:0] data1;
   output wire[17:0] data2;
   output wire[17:0] data3;
   output wire[17:0] data4;
	output wire[11:0] output_count1;
	output wire[11:0] output_count2;
	output wire[11:0] output_count3;
	output wire[11:0] output_count4;
   output reg[3:0] outputted_buffer_packet;
   wire[1:0] outputted_packet1;
   wire[1:0] outputted_packet2;
   wire[1:0] outputted_packet3;
   wire[1:0] outputted_packet4;
	reg[11:0] received_yes1 = 12'b000000000000;
	reg[11:0] received_yes2 = 12'b000000000000;
	reg[11:0] received_yes3 = 12'b000000000000;
	reg[11:0] received_yes4 = 12'b000000000000;	
	reg[2:0] num1;
	reg[2:0] num2;
	reg[2:0] num3;
	reg[2:0] num4;
	Buffer eren(clock, received_yes1, num1, received1, dropped1, current1, data1, output_count1, outputted_packet1);
	Buffer erenn(clock, received_yes2, num2, received2, dropped2, current2, data2, output_count2, outputted_packet2);
	Buffer erennn(clock, received_yes3, num3, received3, dropped3, current3, data3, output_count3, outputted_packet3);
	Buffer erennnn(clock, received_yes4, num4, received4, dropped4, current4, data4, output_count4, outputted_packet4);
	wire[1:0] max_point_buffer;
	reg letsgo = 0;
	Grader canim(letsgo, current1, current2, current3, current4, max_point_buffer);
	integer past_received_yes = 0;
	always @(posedge clock) begin
		if(clock_count == 150000000) begin  
			clock_count = 0;
			letsgo = ~letsgo;
			case (max_point_buffer)
				2'b00: begin
					if(current1 > 4'b0000) begin
						outputted_buffer_packet[3:2] = 2'b00;
						outputted_buffer_packet[1:0] = outputted_packet1[1:0];
						num1 = 3'b100; received_yes1 = received_yes1 + 1;  
					end
				end
				2'b01: begin
					if(current2 > 4'b0000) begin
						outputted_buffer_packet[3:2] = 2'b01;
						outputted_buffer_packet[1:0] = outputted_packet2[1:0];
						num2 = 3'b100; received_yes2 = received_yes2 + 1;  
					end
				end
				2'b10: begin
					if(current3 > 4'b0000) begin
						outputted_buffer_packet[3:2] = 2'b10;
						outputted_buffer_packet[1:0] = outputted_packet3[1:0];
						num3 = 3'b100; received_yes3 = received_yes3 + 1;  
					end
				end
				2'b11: begin
					if(current4 > 4'b0000) begin
						outputted_buffer_packet[3:2] = 2'b11;
						outputted_buffer_packet[1:0] = outputted_packet4[1:0];
						num4 = 3'b100; received_yes4 = received_yes4 + 1;  
					end
				end
			endcase
		end else begin  
			clock_count = clock_count + 1;
			if(received_yes > past_received_yes) begin
				past_received_yes = received_yes;
				case (in_number[3:2])
					2'b00: begin
						num1[2] = 0;
						num1[1:0] = in_number[1:0];
						received_yes1 = received_yes1 + 1;
					end
					2'b01: begin
						num2[2] = 0;
						num2[1:0] = in_number[1:0];
						received_yes2 = received_yes2 + 1;
					end
					2'b10: begin
						num3[2] = 0;
						num3[1:0] = in_number[1:0];
						received_yes3 = received_yes3 + 1;
					end
					2'b11: begin
						num4[2] = 0;
						num4[1:0] = in_number[1:0];
						received_yes4 = received_yes4 + 1;
					 end
				endcase
			end	
		end
	end
endmodule
module Buffer(clock, received_yes, num, received, dropped, current, data, output_count, outputted_packet);
	input clock;
	input wire[11:0] received_yes;
	reg[11:0] past_received_yes = 0;
	input wire[2:0]num;  
	output reg[11:0] received = 12'b000000000000;
	output reg[11:0] dropped = 12'b000000000000;
	output reg[3:0] current = 4'b0000;
	output reg[17:0] data = 18'b100100100100100100;  
	output reg[11:0] output_count = 12'b000000000000;
	output reg[1:0] outputted_packet;
	integer i = 3;
	integer current_int = 0;
	always @(posedge clock) begin
		if(received_yes > past_received_yes) begin
			past_received_yes = received_yes;
			if(num == 3'b100) begin  
				if(current > 4'b0000) begin
					for(i = 3; i<18; i = i + 1) begin
						data[i-3] <= data[i];
					end
					data[17] <= 1;
					data[16] <= 0;
					data[15] <= 0;
					current = current - 1;
					if(output_count == 0)
						output_count = 1;
					else if(output_count == 1)
						output_count = 2;
					else
						output_count = output_count + 1;
				end
			end else begin
				if(current < 4'b0110) begin  
					current_int = current[0] + 2*current[1] + 4*current[2] + 8*current[3];
					data[current_int + current_int + current_int] <= num[0];
					data[current_int + current_int + current_int + 1] <= num[1];
					data[current_int + current_int + current_int + 2] <= num[2];
					if(current_int == 0) begin
						outputted_packet[0] <= num[0];
						outputted_packet[1] <= num[1];
					end else begin
						outputted_packet[0] <= data[0];
						outputted_packet[1] <= data[1];
					end
					if(received == 0)
						received = 1;
					else if(received == 1)
						received = 2;
					else
						received = received + 1;
					current = current + 1;
				end else begin  
					if(received == 0)
						received = 1;
					else if(received == 1)
						received = 2;
					else
						received = received + 1;
					dropped = dropped + 1;
					outputted_packet[0] <= data[3];
					outputted_packet[1] <= data[4];
					for(i = 3; i<18; i = i + 1) begin
						data[i-3] <= data[i];
					end
					data[17] <= num[2];
					data[16] <= num[1];
					data[15] <= num[0];
				end
			end
		end
	end
endmodule
module Grader(letsgo, current1, current2, current3, current4, max_point_buffer);
	input wire letsgo;
	input wire[3:0] current1;
	input wire[3:0] current2;
	input wire[3:0] current3;
	input wire[3:0] current4;
	output reg[1:0] max_point_buffer;
	integer point1;
	integer point2;
	integer point3;
	integer point4;
	integer latency1 = 800;
	integer latency2 = 600;
	integer latency3 = 400;
	integer latency4 = 200;
	integer reliability1 = 40;
	integer reliability2 = 95;
	integer reliability3 = 150;
	integer reliability4 = 210;
	always @(letsgo) begin
		point1 = latency1 + reliability1*current1;
		point2 = latency2 + reliability2*current2;
		point3 = latency3 + reliability3*current3;
		point4 = latency4 + reliability4*current4;
		if(current1==0) begin
		point1=0;
		end
		if(current2==0) begin
		point2=0;
		end
		if(current3==0) begin
		point3=0;
		end
		if(current4==0) begin
		point4=0;
		end
		if(point2 > point1) begin
			if(point4 > point3) begin
				if(point4 > point2)
					max_point_buffer= 2'b11;
				else
					max_point_buffer= 2'b01;
			end else begin
				if(point3 > point2)
					max_point_buffer= 2'b10;
				else
					max_point_buffer= 2'b01;
			end
		end else begin
			if(point4 > point3) begin
				if(point4 > point1)
					max_point_buffer= 2'b11;
				else
					max_point_buffer= 2'b00;
			end else begin
				if(point3 > point1)
					max_point_buffer= 2'b10;
				else
					max_point_buffer= 2'b00;
			end
		end
	end
endmodule
module tb_bc();
    reg clock = 0;
    reg[3:0] in_number;
    wire[11:0] received1;
    wire[11:0] received2;
    wire[11:0] received3;
    wire[11:0] received4;
    wire[11:0] dropped1;
    wire[11:0] dropped2;
    wire[11:0] dropped3;
    wire[11:0] dropped4;
    wire[3:0] current1;
    wire[3:0] current2;
    wire[3:0] current3;
    wire[3:0] current4;
    wire[17:0] data1;
    wire[17:0] data2;
    wire[17:0] data3;
    wire[17:0] data4;
    wire[3:0] outputted_buffer_packet;
	 wire[1:0] outputted_packet1;
    wire[1:0] outputted_packet2;
    wire[1:0] outputted_packet3;
    wire[1:0] outputted_packet4;
	 reg[11:0] received_yes = 12'b000000000000;
	 wire[12:0] received_yes1;
	 wire[12:0] received_yes2;
	 wire[12:0] received_yes3;
	 wire[12:0] received_yes4;
    BufferContainer noyan(clock, in_number, received_yes, received1, received2, 
                            received3, received4, dropped1, dropped2, dropped3, 
                            dropped4, 
                            data1, data2, data3, data4, outputted_buffer_packet, received_yes1, received_yes2, received_yes3, received_yes4);
    integer i = 0;
    parameter delay = 10;
    initial begin
        for(i = 0;i <40; i = i + 1) begin
            #(delay) clock = ~clock;
        end
        in_number = 4'b0111;received_yes = received_yes + 1;
		  for(i = 0;i <40; i = i + 1) begin
            #(delay) clock = ~clock;
        end
        in_number = 4'b0011;received_yes = received_yes + 1;
		  for(i = 0;i <40; i = i + 1) begin
            #(delay) clock = ~clock;
        end
        in_number = 4'b0101;received_yes = received_yes + 1;
		  for(i = 0;i <40; i = i + 1) begin
            #(delay) clock = ~clock;
        end
        in_number = 4'b0111;received_yes = received_yes + 1;
		  for(i = 0;i <40; i = i + 1) begin
            #(delay) clock = ~clock;
        end
        in_number = 4'b0110;received_yes = received_yes + 1;
		  for(i = 0;i <40; i = i + 1) begin
            #(delay) clock = ~clock;
        end
        in_number = 4'b0000;received_yes = received_yes + 1;
		  for(i = 0;i <40; i = i + 1) begin
            #(delay) clock = ~clock;
        end
        in_number = 4'b1111;received_yes = received_yes + 1;
		  for(i = 0;i <40; i = i + 1) begin
            #(delay) clock = ~clock;
        end
        in_number = 4'b1011;received_yes = received_yes + 1;
		  for(i = 0;i <40; i = i + 1) begin
            #(delay) clock = ~clock;
        end
        in_number = 4'b0111;received_yes = received_yes + 1;
		  for(i = 0;i <40; i = i + 1) begin
            #(delay) clock = ~clock;
        end
        in_number = 4'b0111;received_yes = received_yes + 1;
		  for(i = 0;i <40; i = i + 1) begin
            #(delay) clock = ~clock;
        end
        in_number = 4'b0111;received_yes = received_yes + 1;
		  for(i = 0;i <40; i = i + 1) begin
            #(delay) clock = ~clock;
        end
        in_number = 4'b0111;received_yes = received_yes + 1;
		  for(i = 0;i <40; i = i + 1) begin
            #(delay) clock = ~clock;
        end
        in_number = 4'b0111;received_yes = received_yes + 1;
		  for(i = 0;i <40; i = i + 1) begin
            #(delay) clock = ~clock;
        end
        in_number = 4'b0111;received_yes = received_yes + 1;
		  for(i = 0;i <40; i = i + 1) begin
            #(delay) clock = ~clock;
        end
        in_number = 4'b0111;received_yes = received_yes + 1;
		  for(i = 0;i <40; i = i + 1) begin
            #(delay) clock = ~clock;
        end
        in_number = 4'b0111;received_yes = received_yes + 1;
		  for(i = 0;i <40; i = i + 1) begin
            #(delay) clock = ~clock;
        end
        in_number = 4'b0111;received_yes = received_yes + 1;
		  for(i = 0;i <40; i = i + 1) begin
            #(delay) clock = ~clock;
        end
        in_number = 4'b0111;received_yes = received_yes + 1;
		  for(i = 0;i <40; i = i + 1) begin
            #(delay) clock = ~clock;
        end
        in_number = 4'b0111;received_yes = received_yes + 1;
		  for(i = 0;i <40; i = i + 1) begin
            #(delay) clock = ~clock;
        end
        in_number = 4'b0111;received_yes = received_yes + 1;
		  for(i = 0;i <40; i = i + 1) begin
            #(delay) clock = ~clock;
        end
        in_number = 4'b0111;received_yes = received_yes + 1;
		  for(i = 0;i <40; i = i + 1) begin
            #(delay) clock = ~clock;
        end
        in_number = 4'b0111;received_yes = received_yes + 1;
		  for(i = 0;i <40; i = i + 1) begin
            #(delay) clock = ~clock;
        end
        in_number = 4'b0111;received_yes = received_yes + 1;
		  for(i = 0;i <40; i = i + 1) begin
            #(delay) clock = ~clock;
        end
        in_number = 4'b0111;received_yes = received_yes + 1;
		  for(i = 0;i <40; i = i + 1) begin
            #(delay) clock = ~clock;
        end
        in_number = 4'b0111;received_yes = received_yes + 1;
		  for(i = 0;i <40; i = i + 1) begin
            #(delay) clock = ~clock;
        end
        in_number = 4'b0111;received_yes = received_yes + 1;
		  for(i = 0;i <40; i = i + 1) begin
            #(delay) clock = ~clock;
        end
        in_number = 4'b0111;received_yes = received_yes + 1;
    end
endmodule
==> results.sh <==
# yosys + openroad results
export IMPL_grt_pass1_wl_um=133800
export IMPL_max_cap_viol_count=0
export IMPL_maxSlewHeadroom_pct=35.34
export IMPL_holdBufCountCts=0
export IMPL_r2r_end="num1[0]"
export IMPL_io_pins=237
export IMPL_combGateArea_mm2=0.01792
export IMPL_powerDensity_mw_per_mm2=298.7
export IMPL_yosys_area_mm2=0.03059
export IMPL_die_y_um=249.3
export IMPL_hp_class="flip-flop to flip-flop"
export IMPL_overflow=0
export IMPL_drcViolationCount=0
export IMPL_yosysWarnings=3
export IMPL_initial_utilization_pct=50.68
export IMPL_tightest_slew_ns=0.9659
export IMPL_status="completed"
export IMPL_drt_iter0_drc=2000
export IMPL_clock_sinks=396
export IMPL_max_freq_ghz=0.1555
export IMPL_period_minus_slack_ns=6.429
export IMPL_ys_cells=3216
export IMPL_post_drt_wl_per_cell_um=19.48
export IMPL_hpwlAfterDp_um=61520
export IMPL_gp_congestion=0.9960
export IMPL_totalWireLength_um=82980
export IMPL_core_area_mm2=0.06036
export IMPL_end_kind="flip-flop"
export IMPL_grt_total_usage_pct=28.03
export IMPL_dpl_cell_area_mm2=0.03382
export IMPL_maxSlewViolCount=0
export IMPL_vdd_drop_max_mv=0.1929
export IMPL_tritoncts="done"
export IMPL_finalInstanceArea_mm2=0.03550
export IMPL_insertion_delay_ns=0.63
export IMPL_warnings=86
export IMPL_fin_setup_tns_ns=0
export IMPL_r2r_cells=19
export IMPL_first_pass_iters=6
export IMPL_hold_violations=0
export IMPL_areaGrowthSynthToFinish_pct=16.05
export IMPL_ys_seq_share_pct=37.83
export IMPL_critPathCapture="num1[0]"
export IMPL_synth_cell_types=102
export IMPL_numSynthFlops=396
export IMPL_antenna_left=0
export IMPL_dr_total_vias=25610
export IMPL_r2r_setup_slack_ns=0.87
export IMPL_cp_arrival_ns=6.70
export IMPL_grt_setup_unrepaired="false"
export IMPL_finClkSkew_ns=0.05068
export IMPL_edf_count=364
export IMPL_grt_antenna_before_repair=4
export IMPL_regArea_mm2=0.01157
export IMPL_clk_pin_slew_ns=0.06
export IMPL_synthCells=3216
export IMPL_htree_levels=2
export IMPL_worstPathRequired_ns=7.57
export IMPL_finalSetupViolCount=0
export IMPL_crit_path_start="erennn.current[3]"
export IMPL_setup_worst_path_start_class="flip-flop"
export IMPL_syn_area_per_cell_um2=9.511
export IMPL_cts_resized=0
export IMPL_rows=90
export IMPL_r2r_start="erennn.current[3]"
export IMPL_finalCritPeriodShare_pct=88.07
export IMPL_cts_buffers=47
export IMPL_async_flop_share_pct=0
export IMPL_path_class="flip-flop to flip-flop"
export IMPL_die_w_um=249.3
export IMPL_drive_above_1_share_pct=6.212
export IMPL_post_cts_buffers=0
export IMPL_leakage_nw=13.88
export IMPL_grt_max_degree=35
export IMPL_root_buffer="clkbuf_16"
export IMPL_critPathMaxFanout=15
export IMPL_syn_cell_area_mm2=0.03059
export IMPL_yosys_most_used_dff="edfxtp_1"
export IMPL_fill_cells=4934
export IMPL_first_global_vias=24450
export IMPL_io_buffers=236
export IMPL_vias_per_cell=6.012
export IMPL_clk_path_buf_depth=3
export IMPL_die_area_mm2=0.06217
-- report_power, final --
group          switching [mW]  leakage [nW]  internal (mW)  total, mW
sequential              0.300          3.69           2.87       3.17
clock                    1.02         0.797           1.49       2.51
combinational            2.88          9.39           2.04       4.92
total                    4.20          13.9           6.40       10.6
-- worst max-delay path, cell delays in order, from the launching register on --
cell      delay (ns)
edfxtp_1        0.51
clkinv_1        0.36
ha_1            0.54
inv_1           0.11
fa_1            0.39
inv_1           0.07
ha_1            0.28
and4b_1         0.21
o311ai_1        0.31
a21oi_1         0.13
xnor2_1         0.35
or4b_1          0.62
ha_1            0.36
inv_1           0.05
o41ai_1         0.51
buf_4           0.24
nand2_1         0.06
o22a_1          0.17
nor3_1          0.33
a31o_2          0.49
-- layout by cell type, fill, tap and decap left out, types with 68 or more instances in the layout --
cell type        instances
a21oi_1                149
and3_1                  68
clkdlybuf4s50_1        236
edfxtp_1               364
ha_1                   269
inv_1                  178
nand2_1                307
nand3_1                188
nand4_1                 76
nor2_1                 252
nor3_1                  76
o21ai_0                 99
xnor2_1                193
xor2_1                  69
-- through the flow --
step | utilization, % | hold slack [ns] | instances | setup WS (ns) | total power [mW]
floorplan | - | 0.4352 | 3216 | 0.8441 | 6.577
global placement | 56.04 | 0.4529 | 4172 | 1.009 | 7.938
detailed placement | 56.04 | 0.4512 | 4172 | 0.8373 | 8.029
CTS | 58.80 | 0.4642 | 4259 | 0.8219 | 10.61
global route | 58.80 | 0.4777 | 4259 | 0.3610 | 11.37
finish | 58.81 | 0.4594 | 4260 | 0.8709 | 10.60
-- cell usage after synthesis (11+ instances only) --
library cell	n	share of area [%]
a211o_1	19	0.54
a211oi_1	12	0.29
a21boi_0	11	0.27
a21o_1	46	1.1
a21oi_1	150	2.5
a221oi_1	16	0.46
a22oi_1	15	0.37
a31oi_1	40	0.82
and2_1	39	0.80
and3_1	68	1.4
buf_2	24	0.39
clkbuf_1	69	0.85
dfxtp_1	32	2.1
edfxtp_1	364	36
fa_1	18	1.2
ha_1	269	11
inv_1	178	2.2
mux2_2	23	0.85
mux2i_1	65	2.1
nand2_1	307	3.8
nand2b_1	35	0.72
nand3_1	188	3.1
nand4_1	76	1.6
nor2_1	252	3.1
nor2b_1	31	0.63
nor3_1	80	1.3
nor4_1	37	0.76
o211ai_1	20	0.49
o21a_1	21	0.52
o21ai_0	101	1.7
o21ai_1	12	0.20
o22ai_1	20	0.41
o31ai_1	16	0.39
or2_2	25	0.51
or3_1	18	0.37
or4_1	21	0.52
xnor2_1	193	5.5
xor2_1	69	2.0
-- kinds of logic after synthesis --
family          count (synthesis)  share of synthesized area, %
flops                         396                         37.83
xor+xnor                      277                         8.423
buf+inv                       286                         3.673
simple gates                 1241                         20.54
mux                            88                         2.974
fa+ha+maj                     287                         12.18
compound gates                641                         14.38
-- state kept, by name, summed over array words and instances (netlist names), 18 cells and up --
signal / count
clock_count: 32
eren.data: 18
erenn.data: 18
erennn.data: 18
erennnn.data: 18
-- per-layer routing --
metal / GRT usage, % / wire length (um) / share of wire (%)
met1: 46.35 / 38460 / 46
met2: 40.27 / 36340 / 44
met3: 5.622 / 6278 / 7.6
met4: 5.926 / 1869 / 2.3
met5: 0.4633 / 33 / 0.040
-- layout make-up --
cell class	instances	area share, %
diodes	1	0.007050
clock buffers	53	3.377
clock inverters	34	1.329
inverters	185	1.956
multi-input cells	2534	50.50
flip-flops and latches	396	32.60
well taps	782	2.757
repair buffers	275	7.480
-- worst min-delay path by stage --
stage              startpoint         endpoint  slack (ns)  depth (start not counted)
global route  clock_count[31]  clock_count[31]        0.48                          1
CTS           clock_count[31]  clock_count[31]        0.46                          1
finish        clock_count[31]  clock_count[31]        0.46                          1
No activity file was given, so power comes from the tool's default toggle rates.
